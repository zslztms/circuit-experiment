===== run.sh =====
#!/bin/bash
# OpenROAD 26Q1-2900-gdf79404cd8, Yosys 0.63+post, stock flow scripts
make -C /OpenROAD-flow-scripts/flow DESIGN_CONFIG=/design/flow/config.mk WORK_HOME=/design/flow/orfs finish

===== config.mk =====
export PLATFORM = sky130hd
export DESIGN_NAME = week7_3
export DESIGN_NICKNAME = week7_3
export VERILOG_FILES = /design/flow/design.v
export SDC_FILE = /design/flow/constraint.sdc
export NUM_CORES = 4
export LEC_CHECK = 1
export CORE_UTILIZATION = 50

===== constraint.sdc =====
current_design week7_3

set clk_period 4.9
set clk_io_pct 0.2

create_clock -name clk0 -period $clk_period [get_ports {clk}]

set non_clock_inputs [all_inputs -no_clocks]
set_input_delay [expr $clk_period * $clk_io_pct] -clock clk0 $non_clock_inputs
set_output_delay [expr $clk_period * $clk_io_pct] -clock clk0 [all_outputs]

===== design.v =====
`timescale 1ns / 1ps
module week7_3(
input clk,
input rst,
output reg [3:0] d,
output reg [2:0] an
);
reg [3:0] s0;
reg [3:0] s1;
reg [3:0] s2;
reg [3:0] min;
reg [13:0] cnt;
reg [26:0] real_clk;
wire pulse_100hz = (cnt == 14'h1);
wire pulse_10hz = (real_clk == 27'b000101111101011110000100000);
always@(posedge clk)
begin
    real_clk <= real_clk + 17'b1;
    cnt <= cnt + 14'b1;
    if(rst)
    begin
        s0 <= 4;
        s1 <= 3;
        s2 <= 2;
        min <= 1;
    end
    if (pulse_100hz)
    begin
        an[1:0] <= an[1:0]+1;
    end
    if(pulse_10hz)
    begin
        real_clk <= 0;
        s0 <= s0 + 1;
        if(s0 >= 9)
        begin
            s0 <= 0;
            s1 <= s1+1;
        end
        if(s1 >= 9)
        begin 
            s1 <= 0;
            s2 <= s2+1;
        end
        if(s2 >= 5)
        begin 
            s2 <= 0;
            min <= min + 1;
        end
    end
    if(pulse_100hz)
    begin
        if(an == 3'b000)
        d <= s1;
        else if(an == 3'b001)
        d <= s2;
        else if(an == 3'b010)
        d <= min;
        else if(an == 3'b011)
        d <= s0;
    end
end
endmodule

==> impl.org <==
#+TITLE: Implementation results

** Logic synthesis
- The synthesized design devotes to its leading area cell type 33.01% of total area.
- After synthesis, the mean cell area works out to 9.510 sq um.
- In the synthesized netlist, the number of instances is 338.
- The synthesis report gives the async set-or-reset register share as 0%.
- Per the synth stats, the flop cell with the highest instance count is sky130_fd_sc_hd__dfxtp_1.
- The netlist uses 56 different library cells.
- Post-synth tally of flip-flops with integrated enable :: 10
- Post-synthesis, Yosys gives the total cell area as 0.003214 sq mm.
- Biggest area contributors in the synthesized netlist :: sky130_fd_sc_hd__dfxtp_1 (33%), sky130_fd_sc_hd__edfxtp_1 (9.3%), sky130_fd_sc_hd__ha_1 (6.6%)
- In this run, synthesis produced a sequential element count of 63.
- Share of the synthesized netlist area taken by xor and xnor gates :: 8.174%
- Synth warn :: 2
- After Yosys synthesis, full adders, half adders and majority gates account for 6.617% of the synthesized area.
- Grouping non-sequential cells by family puts the most area in simple AND/OR/NAND/NOR gates.
- In this run, the synthesized area fraction spent on and/or/nand/nor cells is recorded as 25.92%.
- Post-synthesis cell type with the largest combined area :: sky130_fd_sc_hd__dfxtp_1
- Sequential area share after synthesis :: 42.35%
- In the synthesized netlist, mux cells make up 3.192% of the area.
- After synthesis, the design contains 338 cells according to Yosys.
- Compound Share, Synth :: 9.420%
- Cell area after synthesis :: 0.003214 sq mm
- sky130_fd_sc_hd__dfxtp_1 is the most common cell in the netlist.
- Top cells by instance count after synthesis :: sky130_fd_sc_hd__dfxtp_1 (53), sky130_fd_sc_hd__nand2_1 (26), sky130_fd_sc_hd__inv_1 (22), sky130_fd_sc_hd__nand3_1 (22), sky130_fd_sc_hd__xnor2_1 (20)

** Detailed routing
- Per the log, the first TritonRoute iteration ended with a DRC count of 111.
- The first TritonRoute pass finished after 4 iterations.
- The routed layout has 2398 vias.
- In this run the remaining antenna-violating nets after routing total 0.
- After detailed routing, the number of remaining DRC violations is 0.
- Drt total wl :: 6.023 mm
- Total antenna diodes in the routed design :: 0
- After detailed routing, the number of vias per cell comes to 5.603.
- Routed length per instance :: 14.07 um

** Setup path
- According to the timing report, the critical path is captured at s0[2].
- Critical Path Start :: real_clk[0]
- Critical path startpoint category :: flip-flop
- On the worst path, the slowest cell contributes a delay of 0.78 ns.
- The worst setup path is of the reg -> reg kind.
- The endpoint identified for the worst register-to-register timing path is s0[2].
- Critical path data required time :: 4.95 ns
- In this run the critical register-to-register path is launched from real_clk[0].
- The worst setup path is captured at a flip-flop.
- Of all nets on the critical path, the largest fanout is 15.
- On the critical path the data arrives at 2.72 ns.
- Slowest cell on the critical path :: sky130_fd_sc_hd__nor2_2
- FF-to-FF path depth :: 6
- Across all register-to-register paths, the minimum setup slack is 2.23 ns.
- The critical path goes through inv_1 > ha_1 > nor4b_1 > nand4_1 > nor2_2 > o211ai_1.

** Place
- Port buffering added 7 buffers.
- The final weighted congestion recorded by global placement is 0.8649.
- Worst setup slack after placement :: 2.284 ns
- Detailed placement finished with a half-perimeter wire length of 4.265 mm.

** CTS
- Post-CTS repair ended up resizing 0 cells.
- Clk slew on worst S/H paths :: 0.07 ns
- The tree is rooted in a sky130_fd_sc_hd__clkbuf_8.
- CTS tree :: done
- Hold_buf cts :: 0
- The H-tree generated during clock tree synthesis spans 3 levels.
- The tree built by TritonCTS fans out to 63 sinks.
- The clock passes through at most 2 buffers.
- Clk latency of the worst-skew pair :: 0.34 ns
- Count of buffers added by post-CTS timing repair for setup :: 0
- Buffers inserted during clock tree synthesis total 9.

** Job
- Per the run summary, max-cap violations total 0.
- The logs give a warning total of 35.

** Final timing
- Hold timing on the final database bottoms out at a slack of 0.4308 ns.
- The worst-case max-slew headroom was logged as 50.62%.
- Shortest period the worst path allows :: 2.667 ns
- Hold Vio Cnt, Final :: 0
- Total of endpoints with negative setup slack in the final report :: 0
- Maximum achievable frequency :: 375.0 MHz
- Worst path setup slack after routing :: 2.233 ns
- Setup repair after global routing missed its margin :: no
- For the final routed database, the setup TNS stands at 0 ns.
- Final period utilization :: 54.42%
- In the final run the clock tree shows a worst skew of 0.007810 ns.
- Max-slew violations :: 0
- Actual slew at the worst max-slew pin :: 0.7399 ns

** Final layout
- The post-route utilization of the core is recorded as 58.18%.
- Number of filler cells placed in the layout :: 518
- Between the synthesized netlist and the finished layout, the area growth was recorded as 9.692%.
- Per the final layout report, the fraction of cells sized above drive strength 1 comes to 8.215%.

** Floorplan
- The floorplan step records an initial core utilization of 53.03%.
- Std-Cell Rows :: 28
- 9 I/O pins were placed.
- The vertical die dimension reported for this design is 82.18 um.
- Chip width :: 82.18 um
- The core region is 0.006061 sq mm.
- Die ar. :: 0.006754 sq mm

** GRT
- Global routing consumed, over all layers together, 19.84% of the routing resources.
- For met3 alone, demand over resource in global routing was 4.236%.
- Met2 demand-to-capacity share in global routing :: 26.28%
- Global routing consumed, on the met1 layer, 34.47% of the routing resources.
- Wire length of the first global-routing pass :: 9.949 mm
- Pin count of the biggest net entering global routing :: 16
- The via count of the first global-routing pass came to 2085.
- The number of antenna violations at the first check in global routing is 0.
- GR peak layer :: met1
- Total congestion overflow after global routing :: 0

** Power and ir drop
- The flow reports that combinational logic draws 0.3% of the design power.
- Leakage Power :: 0.001346 uW
- Proportion of power drawn by flip-flops and latches :: 55.6%
- Net switching fraction of the power :: 21.69%
- The script computed a power per unit cell area of 266.7 mW/mm^2.
- The power report puts the net switching power at 204.0 uW.
- The internal power of the cells totals 736.4 uW.
- VDD sags by at most 0.1841 mV.
- The share of total power dissipated in the clock network is 44.0%.

** Min path
- Note that the worst hold path type here is reg -> reg.
- The report gives the cell count of the worst hold path as 1.

** Run status
- Outcome :: completed
-- per-stage QoR --
step	total power (uW)	std cells	instance area [sq um]
after floorplan	536.4	338	3214
after global placement	538.1	412	3341
after detailed placement	538.0	412	3341
after CTS	950.7	428	3526
after global routing	971.1	428	3526
final	940.4	428	3526
-- final cells by class --
cell class / instances / area [sq um] / area share [%]
Sequential cell: 63 / 1361 / 38.61
Clock buffer: 11 / 152.6 / 4.329
Clock inverter: 5 / 32.53 / 0.9226
Multi-Input combinational cell: 243 / 1718 / 48.72
Tap cell: 75 / 93.84 / 2.661
Timing Repair Buffer: 9 / 85.08 / 2.413
Inverter: 22 / 82.58 / 2.342
-- cells in the final DEF, fill, tap and decap left out, types with 2 or more instances in the layout --
cell type	netlist	routed
sky130_fd_sc_hd__clkbuf_8	0	9
sky130_fd_sc_hd__nand2b_1	6	6
sky130_fd_sc_hd__or4_1	5	5
sky130_fd_sc_hd__xor2_1	10	10
sky130_fd_sc_hd__xnor2_1	20	20
sky130_fd_sc_hd__nand2_1	26	26
sky130_fd_sc_hd__or3b_2	2	2
sky130_fd_sc_hd__nor2_1	12	12
sky130_fd_sc_hd__and3_1	6	6
sky130_fd_sc_hd__mux2_2	2	2
sky130_fd_sc_hd__and2_1	2	2
sky130_fd_sc_hd__clkdlybuf4s50_1	0	7
sky130_fd_sc_hd__o31ai_1	4	4
sky130_fd_sc_hd__nor4_1	10	10
sky130_fd_sc_hd__ha_1	17	17
sky130_fd_sc_hd__mux2i_1	8	8
sky130_fd_sc_hd__nand3_1	22	22
sky130_fd_sc_hd__edfxtp_1	10	10
sky130_fd_sc_hd__buf_4	1	2
sky130_fd_sc_hd__nand4_1	10	10
sky130_fd_sc_hd__inv_1	22	22
sky130_fd_sc_hd__clkinv_2	0	2
sky130_fd_sc_hd__and4_1	3	3
sky130_fd_sc_hd__o311ai_0	2	2
sky130_fd_sc_hd__nor4_2	2	2
sky130_fd_sc_hd__a21oi_1	7	7
sky130_fd_sc_hd__a2111oi_0	3	3
sky130_fd_sc_hd__nor4b_1	5	5
sky130_fd_sc_hd__nand4_2	2	2
sky130_fd_sc_hd__nor3b_1	3	3
sky130_fd_sc_hd__clkinvlp_4	0	3
sky130_fd_sc_hd__nor3_1	15	15
sky130_fd_sc_hd__nor2b_1	4	4
sky130_fd_sc_hd__a21o_1	3	3
sky130_fd_sc_hd__o32ai_1	2	2
sky130_fd_sc_hd__dfxtp_1	53	53
sky130_fd_sc_hd__o21ai_0	10	10
-- critical path, delay by kind of cell (launching register included) --
kind	cells	cell delay, ns
flip-flops	1	0.38
AND/OR/NAND/NOR	3	1.60
buffers and inverters	1	0.08
AND-OR/OR-AND	1	0.17
adder cells (fa/ha/maj)	1	0.15
-- per-layer routing --
metal	wire length, um	vias to the layer above
met3	237	9
li1	-	1265
met2	2297	39
met5	0	-
met4	85	0
met1	3401	1085
-- registers in the layout (all words and copies together) (netlist names) --
signal and flops:
s1 4, s0 4, an 2, cnt 14
d 4, s2 4, real_clk 27, min 4
-- worst min path at each step --
stage	from	to	slack, ns
4_1_cts	cnt[0]	cnt[0]	0.44
5_1_grt	cnt[0]	cnt[0]	0.45
6_report	cnt[0]	cnt[0]	0.43
-- power by group through the flow --
stage / sequential, uW / combinational (uW) / clock [uW]
CTS: 523 / 3.16 / 425
global route: 523 / 3.39 / 445
finish: 523 / 3.23 / 414
-- logic make-up after synthesis --
kind of cell | count (synthesis)
compound gates | 43
xor+xnor | 30
fa+ha+maj | 17
buf+inv | 32
flops | 63
mux | 10
other cells | 1
simple gates | 142
Power figures rest on the tool's default switching activity, not on a simulated workload.
