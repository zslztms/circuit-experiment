<file path="design.v">
`timescale 1ns / 1ps
module alu 
#(parameter WIDTH = 32)
(
input [WIDTH-1:0] a, b,	 
input [2:0] f,			 
output reg [WIDTH-1:0] y 	 
);
always@(*)
begin
    case(f)
        3'b000: y=a+b;
        3'b001: y=a-b;
        3'b010: y=a&b;
        3'b011: y=a|b;
        3'b100: y=a^b;
        3'b101: y=a<<b;
        3'b110: y=a>>b;
        default: y=32'b00000000_00000000_00000000_00000000;
    endcase
end
endmodule
</file>
<file path="run.sh">
#!/bin/bash
# OpenROAD 26Q1-2900-gdf79404cd8, Yosys 0.63+post, stock flow scripts
make -C /OpenROAD-flow-scripts/flow DESIGN_CONFIG=/design/flow/config.mk WORK_HOME=/design/flow/orfs finish
</file>
<file path="config.mk">
export PLATFORM = sky130hd
export DESIGN_NAME = alu
export DESIGN_NICKNAME = alu
export VERILOG_FILES = /design/flow/design.v
export SDC_FILE = /design/flow/constraint.sdc
export NUM_CORES = 4
export LEC_CHECK = 1
export CORE_UTILIZATION = 40
</file>
<file path="constraint.sdc">
current_design alu

set clk_period 18.4
set clk_io_pct 0.2

create_clock -name clk0 -period $clk_period

set non_clock_inputs [all_inputs -no_clocks]
set_input_delay [expr $clk_period * $clk_io_pct] -clock clk0 $non_clock_inputs
set_output_delay [expr $clk_period * $clk_io_pct] -clock clk0 [all_outputs]
</file>
==> out/summary.txt <==
Non-Filler Cell Area, Final = 9120 µm²
Yosys synthesis chip area = 8020 µm²
Worst EP required = 14.72 ns
Dpl hpwl = 27.3 mm
Rows = 51
CTS resizes = 0
Endpoints failing setup = 0
CP Data Arrival Time = 9.43 ns
Final Hold Viols = 0
GRT overflow = 0
Number of global-route vias before repair = 8484
Pint = 120 µW
DRC viols = 0
Hold-fix buffers, CTS = 0
Die X = 144 µm
Post-synth top cells = nor2_1 (141), a21oi_1 (104), ha_1 (96)
Largest area contributor in the netlist = ha_1
Synth Instances = 1159
Crit path kind = in2out
Worst Hold Class = in2out
Flop area = 0 µm²
Hold path endpoint = y[3]
First-pass GRT wire length = 53.1 mm
Cycle use final = 71.2%
VDD IR-drop max = 13.3 µV
Fp_density = 41.0%
Area Growth Syn to Fin = 13.6%
ANT cells = 0
Core Area = 19600 µm²
Worst-Margin Slew = 0.870 ns
All-layer global routing usage = 35.4%
Ports = 99
ANT nets after route = 0
Yosys cell count = 1159
IO buf count = 99
DRT iter0 DRCs = 1302
Status = finished clean
Chip height = 144 µm
Drt total wl = 35.6 mm
Synth Cell Area = 8020 µm²
Switch share = 57.2%
Area share of the largest cell type after synthesis = 15.0%
Clock buffer cells = 0
Max-slew violation count = 0
WL per Instance = 24.5 µm
Hold_sp = b[3]
RSZ-0062 raised after global routing = false
Hold Path Cell Cnt = 5
Part of the power in registers = 0%
Number of max-cap violations = 0
Crit path launch type = primary input
Postcts setup bufs = 0
Most common cell in the netlist = nor2_1
Yosys cell types = 73
Min cycle time layout = 13.11 ns
Element type at the critical path end = output pin
Largest net degree at the start of global routing = 77
Placed insts = 1452
YS warnings = 1
Fraction of power consumed by combinational cells = 100.0%
Flops = 0
Initial antenna violation count = 0
Max Fclk = 0.0763 GHz
Tool warning count = 65
Biggest area cells = ha_1 (15%), mux4_2 (11%), mux2i_1 (7.2%)
Crit Path Max Fanout = 18
Total net switching power = 161 µW
Routability congestion estimate = 1.07
Via/cell ratio = 6.58
Setup tns final = 0 ns
Finished Layout Cells = 1452
Slew headroom = 41.6%
Mean post-synth cell area = 6.92 µm²
Seq share, synth = 0%
Clock power frac = 0%
Placed instance area = 9120 µm²
Leak = 0.00371 µW
Chip area = 20600 µm²
Total number of vias = 9555
Power Density = 30.8 nW/µm²
Pre-antenna DRT Iters = 7
Share of cells above drive strength 1 = 8.09%
[per-layer routing]
layer  routed length, µm  track usage, %  up-vias
met1               15600            54.7     4487
li1                    -               -     4380
met5                  51            2.01        -
met4                1090            8.73        2
met2               14600            49.8      610
met3                4190            6.99       76
[through the flow]
| step | power [µW] | setup WS, ns | utilization, % | hold slack (ns) |
|---|---|---|---|---|
| finish | 281 | 5.29 | 46.5 | 8.41 |
| global route | 304 | 4.89 | 46.5 | 8.44 |
| CTS | 275 | 5.43 | 46.5 | 8.39 |
| detailed placement | 273 | 5.47 | 46.5 | 8.39 |
| global placement | 274 | 5.54 | 46.5 | 8.39 |
| floorplan | 173 | 7.03 | - | 7.46 |
[power by group through the flow]
stage | sequential, µW | combinational (µW) | clock [µW]
5_1_grt | 0 | 304 | 0
6_report | 0 | 281 | 0
4_1_cts | 0 | 275 | 0
[how the worst max path moves through the flow]
stage,from,end,slack [ns],cells past startpoint
CTS,f[1],y[27],5.43,16
global route,f[1],y[26],4.89,16
finish,f[1],y[27],5.29,16
[cell type report]
class	instances	area (µm²)
Fill cell	2048	10500
Inverter	86	323
Multi-Input combinational cell	982	7350
Tap cell	265	332
Timing Repair Buffer	119	1120
[kinds of logic (layout without fill, tap and decap cells)]
logic type,after synthesis,after routing,share of synthesized area (%)
buffers and inverters,177,205,8.56
AOI/OAI and AO/OA,355,355,29.4
and+or+nand+nor,372,372,21.6
adders and majority gates,97,97,15.2
muxes,110,110,20.0
xor gates and xnor gates,48,48,5.24
[critical path, stage by stage]
cell             delay (ns)
clkdlybuf4s50_1        0.78
nor2_1                 0.64
buf_4                  0.34
and2_1                 0.72
a31oi_1                0.11
xnor2_1                0.17
ha_1                   0.37
and2_1                 0.21
a221o_1                0.34
a221o_1                0.37
or3_1                  0.33
o21ai_0                0.32
nor2b_1                0.17
mux2i_1                0.15
a211o_1                0.31
clkdlybuf4s50_1        0.40
[layout by cell type (no fill, tap or decap), drive strengths merged, types with 31 or more instances in the layout]
cell           netlist  layout
clkdlybuf4s50        0      93
nor2               142     142
xnor2               36      36
mux4                39      39
a21oi              104     104
nand3               34      34
inv                 84      84
ha                  96      96
o21ai               64      64
nor3                31      31
mux2i               58      58
nand2               81      81
Power figures rest on the tool's default switching activity, not on a simulated workload.
