[design/flow/config.mk]
export PLATFORM = sky130hd
export DESIGN_NAME = pdu
export DESIGN_NICKNAME = pdu
export VERILOG_FILES = /design/flow/design.v
export SDC_FILE = /design/flow/constraint.sdc
export NUM_CORES = 4
export LEC_CHECK = 1
export CORE_AREA = 10 10 282 282
export DIE_AREA = 0 0 292 292
[design/flow/design.v]
`timescale 1ns / 1ps
module  pdu(
  input clk,
  input rst,
  input run, 
  input step,
  output clk_cpu,
  input valid,
  input [4:0] in,
  output [1:0] check,   
  output [4:0] out0,    
  output [2:0] an,      
  output [3:0] seg,
  output ready,         
  input [7:0] io_addr,
  input [31:0] io_dout,
  input io_we,
  output [31:0] io_din,
  output reg[7:0] m_rf_addr,
  input [31:0] rf_data,
  input [31:0] m_data,
  input [31:0] pcin, pc, pcd, pce,
  input [31:0] ir, imm, mdr,
  input [31:0] a, b, y, bm, yw,
  input [4:0]  rd, rdm, rdw,
  input [31:0] ctrl, ctrlm, ctrlw    
);
reg [4:0] in_r, in_2r;     
reg run_r, step_r, step_2r, valid_r, valid_2r;
wire step_p, valid_pn;     
wire pre_pn,next_pn;       
reg clk_cpu_r;       
reg [4:0] out0_r;    
reg [31:0] out1_r;
reg ready_r;
reg [19:0] cnt;      
reg [1:0] check_r;   
reg [7:0] io_din_a;  
reg [4:0] out0_a;
reg [31:0] out1_a;
reg [3:0] seg_a;
reg [4:0] cnt_m_rf;      
reg [1:0] cnt_ah_plr;    
reg [2:0] cnt_al_plr;    
wire [4:0] addr_plr ;  
reg [31:0] plr_data;   
assign clk_cpu = clk_cpu_r;
assign io_din = io_din_a;
assign check = check_r;
assign out0 = out0_a;
assign ready = ready_r;
assign seg = seg_a;
assign an = cnt[19:17];
assign step_p = step_r & ~step_2r;      
assign valid_pn = valid_r ^ valid_2r;   
assign pre_pn =in_r[1] ^in_2r[1];       
assign next_pn =in_r[0] ^in_2r[0];      
always @(posedge clk) begin
  run_r <= run;
  step_r <= step;
  step_2r <= step_r;
  valid_r <= valid;
  valid_2r <= valid_r;
  in_r <= in;   
  in_2r <= in_r;         
end
always @(posedge clk, posedge rst) begin
  if(rst)
    clk_cpu_r <= 0;
  else if (run_r)
    clk_cpu_r <= ~clk_cpu_r;
  else
    clk_cpu_r <= step_p;
end
always @* begin
  case (io_addr)
    8'h0c: io_din_a = {{27{1'b0}}, in_r};
    8'h10: io_din_a = {{31{1'b0}}, valid_r};
    default: io_din_a = 32'h0000_0000;
  endcase
end
always @(posedge clk, posedge rst) begin
if (rst) begin
  out0_r <= 5'h1f;
  out1_r <= 32'h1234_5678;
  ready_r <= 1'b1;
end
else if (io_we)
  case (io_addr)
    8'h00: out0_r <= io_dout[4:0];
    8'h04: ready_r <= io_dout[0];
    8'h08: out1_r <= io_dout;
    default: ;
  endcase
end
always @(posedge clk, posedge rst) begin
  if (rst) cnt_m_rf <= 5'b0_0000;
  else if (step_p)
	cnt_m_rf <= 5'b0_0000;
  else if (next_pn)
	cnt_m_rf <= cnt_m_rf + 5'b0_0001;
  else if (pre_pn)
	cnt_m_rf <= cnt_m_rf - 5'b0_0001;
end
always @(posedge clk, posedge rst) begin
  if (rst) cnt_ah_plr <= 2'b00;
  else if (step_p)
    cnt_ah_plr <= 2'b00;
  else if (pre_pn)
	cnt_ah_plr <= cnt_ah_plr + 2'b01;
end
always @(posedge clk, posedge rst) begin
  if (rst) cnt_al_plr <= 3'b000;
  else if (step_p)
	cnt_al_plr <= 3'b000;
  else if (next_pn)
	if (cnt_ah_plr==2'b01)
		if (cnt_al_plr == 3'b101)
			cnt_al_plr <= 3'b000;
		else cnt_al_plr <= cnt_al_plr + 3'b001;
	else begin
		cnt_al_plr [2] <= 1'b0;
		cnt_al_plr [1:0] <= cnt_al_plr[1:0] + 2'b01; 
	end
end
assign  addr_plr = {cnt_ah_plr,cnt_al_plr};   
always @(*) begin
  case (check_r[1])
    1'b0: 
	  m_rf_addr = {3'b000,cnt_m_rf};
    1'b1:
	  m_rf_addr = {in_r[4:2],cnt_m_rf};   
  endcase
end
always @(*)begin
  case (cnt_ah_plr)
  2'b00:
      case (cnt_al_plr[1:0])
      2'b00: plr_data = pc;
      2'b01: plr_data = pcd;
      2'b10: plr_data = ir;
      2'b11: plr_data = pcin;
      endcase
   2'b01:
   begin
      case (cnt_al_plr)
      3'b000: plr_data = pce;
      3'b001: plr_data = a;
      3'b010: plr_data = b;
      3'b011: plr_data = imm;
      3'b100: plr_data = {{27{1'b0}},rd};
      3'b101: plr_data = ctrl;
      default: plr_data = pce;
      endcase
    end
    2'b10:
      case (cnt_al_plr[1:0])
      2'b00: plr_data = y;
      2'b01: plr_data = bm;
      2'b10: plr_data = {{27{1'b0}},rdm};
      2'b11: plr_data = ctrlm;
      endcase
    2'b11:
      case (cnt_al_plr[1:0])
      2'b00: plr_data = yw;
      2'b01: plr_data = mdr;
      2'b10: plr_data = {{27{1'b0}},rdw};
      2'b11: plr_data = ctrlw;
      endcase
    endcase
end
always @(posedge clk, posedge rst) begin
if(rst)
    check_r <= 2'b00;            
  else if(run_r)
    check_r <= 2'b00;
  else if (step_p)
    check_r <= 2'b00;
  else if (valid_pn)
    check_r <= check - 2'b01;
end
always @(*)begin
  case (check_r)
    2'b00: begin
      out0_a = out0_r;
      out1_a = out1_r;
    end
    2'b01: begin
      out0_a = cnt_m_rf;
      out1_a = rf_data;
    end
    2'b10: begin
      out0_a = cnt_m_rf;
      out1_a = m_data;
    end
    2'b11: begin
      out0_a = addr_plr;
      out1_a = plr_data;     
    end
  endcase
end
always @(posedge clk, posedge rst) begin
  if (rst) cnt <= 20'h0_0000;
  else cnt <= cnt + 20'h0_0001;
end
always @* begin
  case (an)
    3'd0: seg_a = out1_a[3:0];
    3'd1: seg_a = out1_a[7:4];
    3'd2: seg_a = out1_a[11:8];
    3'd3: seg_a = out1_a[15:12];
    3'd4: seg_a = out1_a[19:16];
    3'd5: seg_a = out1_a[23:20];
    3'd6: seg_a = out1_a[27:24];
    3'd7: seg_a = out1_a[31:28];
    default: ;
  endcase
end
endmodule
[design/flow/run.sh]
#!/bin/bash
# OpenROAD 26Q1-2900-gdf79404cd8, Yosys 0.63+post, stock flow scripts
make -C /OpenROAD-flow-scripts/flow DESIGN_CONFIG=/design/flow/config.mk WORK_HOME=/design/flow/orfs finish
[design/flow/constraint.sdc]
current_design pdu

set clk_period 12.1
set clk_io_pct 0.2

create_clock -name clk0 -period $clk_period [get_ports {clk}]

set non_clock_inputs [all_inputs -no_clocks]
set_input_delay [expr $clk_period * $clk_io_pct] -clock clk0 $non_clock_inputs
set_output_delay [expr $clk_period * $clk_io_pct] -clock clk0 [all_outputs]
==> out/results.txt <==
Cell area leaders = dfrtp_1, mux2_2, dfstp_2
top cells by count = o21ai_0, a21oi_1, mux2_2, clkbuf_1, dfrtp_1
Inserted Clock Buffers = 9
Crit path arrival time = 5.58 ns
CP most frequent cell = clkdlybuf4s50_1
CTS Sinks = 83
Clock H-tree levels = 3
syn avg cell area = 8.24 sq um
switch share = 49.1%
Filler Cells Inserted = 8062
vias in the first global route = 11600
ys async rst share = 85.5%
YS chip area = 8430 sq um
hold crit path type = flop to flop
part of the power in combinational logic = 67.0%
sw power = 0.929 mW
Yosys top cell by area = dfrtp_1
hold_ws = 0.347 ns
row cnt = 99
hpwl dp = 70600 um
share of power burned in registers = 17.6%
Clk Latency, worst-skew pair = 0.36 ns
placer congestion estimate = 0.900
chip height = 292 um
# hold bufs at CTS = 0
antenna viol nets, final = 0
Worst Max-Slew Pin Slew = 0.995 ns
Area Overhead vs Synth = 91.9%
postcts setup bufs = 0
worst-path fanout max = 1
setup tns final = 0 ns
Critical Path Sink Type = primary output
internal power = 0.963 mW
CP max stage delay = 0.75 ns
status = finished clean
RSZ-0062 raised after global routing = no
CP Launch Type = input port
Detailed Route Iter0 Violations = 895
cycle use final = 66.1%
gr ovfl total = 0
Worst Clk Skew = 0.00660 ns
DRT Wirelength = 82900 um
Post-synth top flop = dfrtp_1
Req. time, crit path = 9.68 ns
GR Util All Layers = 18.5%
Cell Type Count = 70
Final Max Slew Viols = 0
number of synthesized flops with an enable pin = 0
yosys warns = 1
Slew headroom = 33.7%
Pwr Density = 117 nW/um^2
CP delay by family, top = AND-OR/OR-AND gates
CP cell instances = clkdlybuf4s50_1 -> mux2_2 -> a222oi_1 -> a21oi_1 -> o31ai_1 -> a221oi_1 -> or4_1 -> clkdlybuf4s50_1
worst r2r path cells = 9
Clock transition at path regs = 0.07 ns
crit path buf inv count = 2
share of cells above drive strength 1 = 10.2%
Critical Path Source = ctrl[17]
DRT Pass-1 Iters = 7
final hold violation count = 0
Syn Inst Count = 1023
core area = 73200 sq um
IO Pins = 666
first-pass GRT wire length = 106000 um
Vias = 11600
Seq share, synth = 24.2%
drc violations = 0
IO Port Bufs = 638
critical path type = input port to primary output
count of tool warnings = 35
Slowest-stage cell, CP = or4_1
die area = 85300 sq um
reg2reg setup slack = 9.45 ns
Cell Area, Synth = 8430 sq um
CP endpoint = seg[1]
WP depth = 8
drt wl/cell = 32.1 um
Init Core Util = 11.5%
Top-area cell share = 15.4%
final worst path period need = 8.00 ns
Max clock buf depth = 2
initial antenna violation count = 67
PostCTS Resize Cnt = 0
RR Startpoint = in_r[0]
root buf cell = clkbuf_16
most common cell in the netlist = o21ai_0
Reg-to-Reg End = cnt_m_rf[4]
Max-Cap Viols = 0
vias per std cell = 4.49
part of the power in the clock network = 15.4%
ys cells = 1023
Static Leak = 5.70 nW
clock tree from TritonCTS = yes
Flops after synth = 83
final setup vio count = 0
Worst VDD drop = 76.0 uV
Die W = 292 um
largest net degree at the start of global routing = 55
fmax = 125 MHz
-- power by group through the flow --
stage	sequential, mW	combinational [mW]	clock [mW]
global route	0.337	1.35	0.315
finish	0.333	1.27	0.291
CTS	0.332	1.28	0.302
-- per-layer routing --
metal / up-vias / wire length (um) / GRT usage (%)
met5: - / 513 / 0
met4: 82 / 1360 / 3.23
met3: 130 / 12000 / 11.3
met2: 652 / 36600 / 28.0
met1: 5531 / 32400 / 22.5
li1: 5213 / - / -
-- how the worst min path moves through the flow --
stage | start | end | depth (start not counted)
CTS | step_r | step_2r | 0
global route | step_r | step_2r | 0
finish | step_r | step_2r | 0
-- layout make-up --
type / count / area [sq um] / share of cell area [%]
well taps: 959 / 1200 / 7.42
multi-input cells: 803 / 5770 / 35.7
diodes: 14 / 35.0 / 0.217
flip-flops and latches: 83 / 2040 / 12.6
clock buffers: 10 / 239 / 1.48
clock inverters: 6 / 71.3 / 0.441
inverters: 29 / 110 / 0.681
repair buffers: 681 / 6710 / 41.5
-- cell usage in the layout, fill, tap and decap left out, types with 8 or more instances in the layout --
master	count
buf_4	43
nand2_1	42
a221o_1	25
clkdlybuf4s50_1	638
dfxtp_1	12
xnor2_1	15
nor3_1	12
dfstp_2	19
xor2_1	12
a211oi_1	14
dfrtp_1	51
o221ai_1	24
a22o_1	18
nor2b_1	11
ha_2	8
o21ai_0	93
nor2_1	46
diode_2	14
a221oi_1	47
mux2_2	62
nand3_1	45
clkbuf_16	9
and2_1	10
a22oi_1	48
conb_1	27
a222oi_1	46
inv_1	27
a21oi_1	90
-- through the flow --
step	worst slack, ns	utilization (%)	power (mW)	cells	instance area [sq um]
floorplan	5.71	-	0.921	1049	8530
global placement	4.17	21.6	1.61	2555	15800
detailed placement	4.12	21.6	1.61	2555	15800
CTS	4.11	22.0	1.91	2571	16100
global route	4.00	22.1	2.00	2578	16200
finish	4.10	22.1	1.89	2585	16200
-- cells by family (layout without fill, tap and decap cells) --
logic type,count (synthesis),count (layout),share of synthesized area [%]
buffers and inverters,163,726,9.56
AND/OR/NAND/NOR,208,208,12.4
other,1,41,0.0445
adder cells (fa/ha/maj),19,19,2.91
AND-OR/OR-AND,454,454,39.1
XOR/XNOR,27,27,2.81
flip-flops,83,83,24.2
multiplexers,68,68,9.02
-- worst reg2reg max path, delay by kind of cell (launching register included) --
| kind | cells | cell delay [ns] |
|---|---|---|
| DFF | 1 | 0.39 |
| AOI/OAI and AO/OA | 3 | 0.52 |
| and+or+nand+nor | 2 | 0.12 |
| adders and majority gates | 1 | 0.49 |
| buffers and inverters | 1 | 0.34 |
| xor gates and xnor gates | 2 | 0.68 |
-- state kept, by name, summed over array words and instances, names as in the netlist, 2 cells and up --
name / count
check_r: 2
cnt: 20
cnt_ah_plr: 2
cnt_al_plr: 3
cnt_m_rf: 5
in_2r: 2
in_r: 5
out0_r: 5
out1_r: 32
Power and IR drop assume default switching activity.
